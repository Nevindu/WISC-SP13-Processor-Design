**/design/flow/design.v**
```verilog
module dff (q, d, clk, rst);
    output         q;
    input          d;
    input          clk;
    input          rst;
    reg            state;
    assign #(1) q = state;
    always @(posedge clk) begin
      state = rst? 0 : d;
    end
endmodule
module memwb_pipeline(
		RegWriteDataSel_Out_ToW, 
		ReadData_ToW, 
		ALUResult_Out_ToW,
		WR_Out_ToW, 
		WriteToReg_ToW,
		clk,
		rst,
		RegWriteDataSel_In_FromM, 
		ReadData_FromM, 
		ALUResult_In_FromM,
		WR_In_FromM, 
		WriteToReg_FromM,
		);
input WriteToReg_ToW, clk, rst;  
input  RegWriteDataSel_Out_ToW;
input [2:0] WR_Out_ToW;
input [15:0]  ALUResult_Out_ToW,ReadData_ToW;   
output  WriteToReg_FromM; 
output RegWriteDataSel_In_FromM;
output [2:0] WR_In_FromM;
output [15:0]  ALUResult_In_FromM,ReadData_FromM;  
dff wreg(.d(WriteToReg_ToW), .clk(clk), .rst(rst), .q(WriteToReg_FromM));
dff regWrite(.d(RegWriteDataSel_Out_ToW), .clk(clk), .rst(rst), .q(RegWriteDataSel_In_FromM));
dff wr[2:0](.d(WR_Out_ToW), .clk(clk), .rst(rst), .q(WR_In_FromM));
dff aluRes[15:0](.d(ALUResult_Out_ToW), .clk(clk), .rst(rst), .q(ALUResult_In_FromM));
dff rd[15:0](.d(ReadData_ToW), .clk(clk), .rst(rst), .q(ReadData_FromM));
endmodule
```
**/design/flow/run.sh**
```bash
#!/bin/bash
# OpenROAD 26Q1-2900-gdf79404cd8, Yosys 0.63+post, stock flow scripts
make -C /OpenROAD-flow-scripts/flow DESIGN_CONFIG=/design/flow/config.mk WORK_HOME=/design/flow/orfs finish
```
**/design/flow/config.mk**
```make
export PLATFORM = sky130hd
export DESIGN_NAME = memwb_pipeline
export DESIGN_NICKNAME = memwb_pipeline
export VERILOG_FILES = /design/flow/design.v
export SDC_FILE = /design/flow/constraint.sdc
export NUM_CORES = 4
export LEC_CHECK = 1
export CORE_AREA = 10 10 96 96
export DIE_AREA = 0 0 106 106
```
**/design/flow/constraint.sdc**
```tcl
current_design memwb_pipeline

set clk_period 1.0
set clk_io_pct 0.2

create_clock -name clk0 -period $clk_period [get_ports {clk}]

set non_clock_inputs [all_inputs -no_clocks]
set_input_delay [expr $clk_period * $clk_io_pct] -clock clk0 $non_clock_inputs
set_output_delay [expr $clk_period * $clk_io_pct] -clock clk0 [all_outputs]
```
==> impl_metrics.csv <==
group,metric,value,unit
detailed_routing,diodes,0,
setup_path,path_depth,1,
cells_and_area,stdcell_count,259,
setup_path,startpoint_type,"flip-flop",
synthesis,netlist_area,1290,sq um
timing,finalHoldViolations,0,
clock_tree,cts_resized,79,
synthesis,synth-edff-count,0,
cells_and_area,drive_gt1_share,39.4,%
floorplanning,coreArea,7210,sq um
detailed_routing,viasPerCell,3.00,
floorplanning,die-width,106,um
global_routing,grt_pass1_vias,846,
placement,gp_congestion,0.677,
timing,rsz0062_at_grt,"false",
synthesis,flop_cell,"dfxtp_1",
power,p_comb_share,10.8,%
clock_tree,clk_pin_slew,70,ps
clock_tree,tritoncts,"yes",
synthesis,topCellsByArea,"dfxtp_1, buf_4, nor2b_1",
setup_path,crit_type,"flip-flop to output port",
detailed_routing,wl_met1,1120,um
synthesis,most_common_cell,"dfxtp_1",
detailed_routing,wl_per_cell,11.2,um
floorplanning,die_area,11200,sq um
setup_path,max_stage_delay,320,ps
run,max_cap_violations,0,
floorplanning,die_h,106,um
clock_tree,cts_root_buf,"clkbuf_8",
floorplanning,ios,76,
synthesis,ys_async_sr_fraction,0,%
detailed_routing,dr.pass1.iters,2,
cells_and_area,post-route-cell-area,1880,sq um
cells_and_area,syn_to_final_growth,45.8,%
clock_tree,post-cts-setup-buffer-count,0,
power,seqPwrFrac,54.0,%
power,powerDensity,1560,nW/um^2
synthesis,syn_inst,112,
synthesis,syn_area_per_cell,11.5,sq um
synthesis,ys_warn_count,1,
power,leakagePower,0.000799,uW
setup_path,cp_num_buf_inv,1,
worst_hold_path,hold_depth,2,
detailed_routing,highest_layer,"met4",
power,ir_drop,552,uV
detailed_routing,wl_met2,1240,um
placement,port_buffers,75,
power,p_int,2350,uW
global_routing,grt_start_max_net_pins,18,
detailed_routing,ant_nets,0,
global_routing,gr-total-overflow,0,
floorplanning,rows,31,
clock_tree,numCtsBuffers,5,
placement,placed_area,1920,sq um
setup_path,slowest_stage,"dfxtp_2",
timing,fmax,1050,MHz
detailed_routing,drt_iter0_drc,8,
global_routing,grt_usage,5.13,%
setup_path,crit_path_cell_trace,"clkdlybuf4s15_1",
timing,setup_tns,0,ps
timing,layout_min_cycle_time,952,ps
placement,place_ws,-152,ps
setup_path,path_max_fanout,1,
synthesis,ys_top_cells_by_count,"dfxtp_1, buf_4, nor2b_1",
synthesis,ys_types,5,
timing,setup_violations,0,
timing,max_slew_margin,93.5,%
detailed_routing,dr_wl_met3,500,um
power,switching_share,19.5,%
floorplanning,initial_core_util,17.8,%
power,power.switching,570,uW
timing,fin_crit_sh,95.2,%
synthesis,yosysTopAreaCellShare,57.6,%
global_routing,antenna_found_initial,0,
setup_path,critPathCaptureType,"output port",
synthesis,ys_cells,112,
outcome,status,"completed",
placement,dpl.hpwl,2430,um
global_routing,grt_first_pass_wirelength,4550,um
timing,tightest_slew,98.0,ps
synthesis,ys_area,1290,sq um
placement,place_inst,252,
setup_path,setup.worst_path.end,"ALUResult_In_FromM[10]",
setup_path,cp-startpoint,"aluRes[10].state$_SDFF_PP0_",
setup_path,required,800,ps
timing,drv_slew,0,
detailed_routing,drc,0,
power,pwr-share-clk,35.2,%
clock_tree,clockBufferDepth,2,
clock_tree,cts-htree-levels,2,
timing,hold_ws,459,ps
clock_tree,hold_buffers,0,
synthesis,ys.flops,37,
run,tool_warnings,25,
worst_hold_path,min_path_type,"input pin to flip-flop",
synthesis,largest_area_cell,"dfxtp_1",
worst_hold_path,hold_start,"ReadData_ToW[14]",
detailed_routing,drt_wl_total,2900,um
setup_path,cp_top_family,"flip-flops",
synthesis,ys_seq_share,57.6,%
setup_path,critPathArrivalTime,750,ps
detailed_routing,dr_total_vias,776,
clock_tree,clock-sinks,37,
timing,setup_slack,48.4,ps
stage by stage:
step                      total power (uW)  util (%)
after floorplan                       1760         -
after global placement                1990      26.6
after detailed placement              2000      26.6
after CTS                             3030      27.8
after global routing                  3100      26.0
final                                 2920      26.0
routing by layer:
layer | GRT usage (%) | vias up
li1 | - | 393
met1 | 5.64 | 327
met2 | 7.42 | 51
met3 | 4.65 | 5
met4 | 0.677 | 0
met5 | 0 | -
layout make-up:
type / count / area [sq um]
Timing Repair Buffer: 79 / 656
Clock buffer: 7 / 86.3
Fill cell: 796 / 5340
Sequential cell: 37 / 761
Multi-Input combinational cell: 37 / 249
Tap cell: 99 / 124
placed cells by master, fill, tap and decap left out, drive strengths merged:
cell type / count
and2b: 7
buf: 5
clkbuf: 36
clkdlybuf4s15: 7
clkdlybuf4s50: 38
dfxtp: 37
nor2b: 30
power groups by stage:
stage | Sequential, uW | Clock, uW | Combinational, uW
6_report | 1580 | 1030 | 315
4_1_cts | 1570 | 1100 | 357
5_1_grt | 1590 | 1170 | 350
cells by family (layout without fill, tap and decap cells):
| group | after synthesis | count (layout) | synth area share (%) |
|---|---|---|---|
| DFF | 37 | 37 | 57.6 |
| and+or+nand+nor | 37 | 37 | 19.4 |
| buffers and inverters | 38 | 86 | 23.1 |
state kept, by name (all words and copies together), names as in the netlist:
name and count:
rd.state 16, aluRes.state 16, wr.state 3, wreg.state 1, regWrite.state 1
how the worst min path moves through the flow:
stage	end	slack [ps]
4_1_cts	rd[14].state$_SDFF_PP0_	450
5_1_grt	wr[0].state$_SDFF_PP0_	450
6_report	rd[14].state$_SDFF_PP0_	460
No activity file was given, so power comes from the tool's default toggle rates.
