===== design/flow/run.sh =====
#!/bin/bash
# OpenROAD 26Q1-2900-gdf79404cd8, Yosys 0.63+post, stock flow scripts
make -C /OpenROAD-flow-scripts/flow DESIGN_CONFIG=/design/flow/config.mk WORK_HOME=/design/flow/orfs finish

===== design/flow/config.mk =====
export PLATFORM = sky130hd
export DESIGN_NAME = idex_pipeline
export DESIGN_NICKNAME = idex_pipeline
export VERILOG_FILES = /design/flow/design.v
export SDC_FILE = /design/flow/constraint.sdc
export NUM_CORES = 4
export LEC_CHECK = 1
export CORE_AREA = 10 10 155 155
export DIE_AREA = 0 0 165 165

===== design/flow/constraint.sdc =====
current_design idex_pipeline

set clk_period 1.0
set clk_io_pct 0.2

create_clock -name clk0 -period $clk_period [get_ports {clk}]

set non_clock_inputs [all_inputs -no_clocks]
set_input_delay [expr $clk_period * $clk_io_pct] -clock clk0 $non_clock_inputs
set_output_delay [expr $clk_period * $clk_io_pct] -clock clk0 [all_outputs]

===== design/flow/design.v =====
module dff (q, d, clk, rst);
    output         q;
    input          d;
    input          clk;
    input          rst;
    reg            state;
    assign #(1) q = state;
    always @(posedge clk) begin
      state = rst? 0 : d;
    end
endmodule
module idex_pipeline(
		Instr_Out_ToX, 
		PCInc_Out_ToX, 
		RegWriteDataSel_ToX, 
		JSe_ToX,
		I2Se_ToX,
		ISe_ToX,
		RD1_ToX, 
		RD2_ToX, 
		ALUOp_ToX,
		MemReadEn_ToX, 
		MemWriteEn_ToX, 
		RegDst_ToX, 
		ALUSelB_ToX,
		SelFlag_ToX,
		Halt_ToX, 
		Cin_ToX, 
		invA_ToX,
		WriteToReg_ToX,
		selCond_ToX,
		selPCInc_ToX,
		clk,
		rst,
		Instr_In_FromD, 
		PCInc_In_FromD, 
		RegWriteDataSel_In_FromD,
		ALUOp_FromD, 
		MemReadEn_In_FromD, 
		MemWriteEn_In_FromD, 
		RegDst_FromD,
		ALUSelB_FromD,
		SelFlag_In_FromD,
		JSe_FromD, 
		ISe_FromD, 
		I2Se_FromD,
		RD1_FromD,
		RD2_In_FromD, 
		invA_FromD,
		Cin_FromD, 
		Halt_In_FromD,
		WriteToReg_FromD,
		selCond_FromD,
		selPCInc_FromD
		);
input MemReadEn_ToX, MemWriteEn_ToX, Halt_ToX, Cin_ToX, invA_ToX, WriteToReg_ToX, selCond_ToX, selPCInc_ToX, clk, RegWriteDataSel_ToX,rst;
input [1:0]  RegDst_ToX, ALUSelB_ToX;
input [2:0] SelFlag_ToX;
input [3:0] ALUOp_ToX;
input [15:0] Instr_Out_ToX, PCInc_Out_ToX, RD1_ToX, RD2_ToX, JSe_ToX, I2Se_ToX, ISe_ToX; 
output MemReadEn_In_FromD, MemWriteEn_In_FromD, Halt_In_FromD, Cin_FromD,invA_FromD, WriteToReg_FromD, selCond_FromD, RegWriteDataSel_In_FromD,selPCInc_FromD;
output [1:0]  RegDst_FromD, ALUSelB_FromD;
output [2:0] SelFlag_In_FromD;
output [3:0] ALUOp_FromD;
output [15:0] Instr_In_FromD, PCInc_In_FromD, RD1_FromD, RD2_In_FromD, JSe_FromD, I2Se_FromD, ISe_FromD; 
dff memRead(.d(MemReadEn_ToX), .clk(clk), .rst(rst), .q(MemReadEn_In_FromD));
dff memWrite(.d(MemWriteEn_ToX), .clk(clk), .rst(rst), .q(MemWriteEn_In_FromD));
dff halt(.d(Halt_ToX), .clk(clk), .rst(rst), .q(Halt_In_FromD));
dff cin(.d(Cin_ToX), .clk(clk), .rst(rst), .q(Cin_FromD));
dff inva(.d(invA_ToX), .clk(clk), .rst(rst), .q(invA_FromD));
dff wreg(.d(WriteToReg_ToX), .clk(clk), .rst(rst), .q(WriteToReg_FromD));
dff selC(.d(selCond_ToX), .clk(clk), .rst(rst), .q(selCond_FromD));
dff selPC(.d(selPCInc_ToX), .clk(clk), .rst(rst), .q(selPCInc_FromD));
dff regWrite(.d(RegWriteDataSel_ToX), .clk(clk), .rst(rst), .q(RegWriteDataSel_In_FromD));
dff regDst[1:0](.d(RegDst_ToX), .clk(clk), .rst(rst), .q(RegDst_FromD));
dff aluSelB[1:0](.d(ALUSelB_ToX), .clk(clk), .rst(rst), .q(ALUSelB_FromD));
dff selFlag[2:0](.d(SelFlag_ToX), .clk(clk), .rst(rst), .q(SelFlag_In_FromD));
dff alu[3:0](.d(ALUOp_ToX), .clk(clk), .rst(rst), .q(ALUOp_FromD));
dff instr[15:0](.d(Instr_Out_ToX), .clk(clk), .rst(rst), .q(Instr_In_FromD));
dff pcInc[15:0](.d(PCInc_Out_ToX), .clk(clk), .rst(rst), .q(PCInc_In_FromD));
dff rd1[15:0](.d(RD1_ToX), .clk(clk), .rst(rst), .q(RD1_FromD));
dff rs2[15:0](.d(RD2_ToX), .clk(clk), .rst(rst), .q(RD2_In_FromD));
dff jse[15:0](.d(JSe_ToX), .clk(clk), .rst(rst), .q(JSe_FromD));
dff i2se[15:0](.d(I2Se_ToX), .clk(clk), .rst(rst), .q(I2Se_FromD));
dff ise[15:0](.d(ISe_ToX), .clk(clk), .rst(rst), .q(ISe_FromD));
endmodule

==> notes.org <==
* Flow results

** Clock tree
- TritonCTS built the clock tree.
- The cell sitting at the root of the clock tree is a sky130_fd_sc_hd__clkbuf_16.
- Clock-pin slew on the worst setup and hold paths :: 0.06 ns
- # Post-CTS Setup Buffers :: 0
- In this run the deepest clock path goes through 2 buffers.
- Clock Sink Count :: 132
- Number of CTS-inserted buffers :: 17
- The H-tree generated during clock tree synthesis spans 4 levels.

** STA
- Final hold violation count :: 0
- Period utilization :: 1.08
- After layout, the worst setup slack is -0.0842 ns.
- At the pin with the least slew margin, the transition time is 0.283 ns.
- Per the finish-stage timing summary, setup violations number 102.
- Hold is met by 0.141 ns.
- Summed over all failing endpoints, the final setup total negative slack is -1.06 ns.
- Max transition margin :: 0.811
- Setup repair after global routing missed its margin :: true
- Post-layout min period :: 1.08 ns
- Achievable frequency :: 0.922 GHz
- Pins Over Slew Limit :: 0

** Placed design
- Number of buffers inserted by port buffering :: 265
- Detailed placement finished with a half-perimeter wire length of 9650 µm.
- The placement summary gives the final routability congestion estimate as 0.786.
- Cell count after placement :: 803

** Detailed routing
- Total inserted antenna cells :: 0
- DR iter-0 viols :: 84
- After detailed routing, the number of vias per cell comes to 3.27.
- After detailed routing, the average wire length per cell comes to 14.8 µm.
- The detailed router reported a total wirelength of 12300 µm.
- Nets still carrying antenna violations after routing amount to 0.
- In the routed design, unresolved DRC markers number 0.
- Before antenna repair, the detailed router went through 3 iterations.
- For this block, the via count after detailed routing is 2728.

** Power
- VDD sags by at most 1.19 mV.
- In the power breakdown, the internal column shows 10.6 mW.
- Leak :: 2.88 nW
- Clk network pwr share :: 0.503
- The completed layout was analyzed and its total power is 13.4 mW.
- The script computed the net switching share of total power as 0.208.
- Part of the total power dissipated in combinational logic :: 0.078
- Register share of total power :: 0.419
- The net switching power in the latest report is 2.79 mW.
- Power per cell area :: 2040 nW/µm²

** Synthesis
- Register area share after synthesis :: 0.590
- Fraction of synthesis flops using an asynchronous set or reset pin :: 0
- Area of the mapped netlist :: 4480 µm²
- The number of different library cells used by synthesis comes to 4.
- YS chip area :: 4480 µm²
- Most used DFF post-synth :: sky130_fd_sc_hd__dfxtp_1
- Synthesized area per cell :: 11.2 µm²
- For reference, the top cells by count after synthesis are sky130_fd_sc_hd__dfxtp_1 (132), sky130_fd_sc_hd__nor2b_1 (132), sky130_fd_sc_hd__buf_4 (131).
- Number of flops mapped to enable cells by yosys :: 0
- Leading cell types by total area after synthesis :: sky130_fd_sc_hd__dfxtp_1 (59%), sky130_fd_sc_hd__buf_4 (22%), sky130_fd_sc_hd__nor2b_1 (18%)
- The number of cells reported by Yosys stat comes to 401.
- The largest total area in the synthesized netlist belongs to sky130_fd_sc_hd__dfxtp_1.
- Counting the warning lines in the Yosys log gives 1.
- The area fraction of the largest cell type after synthesis is 0.590.
- The synthesized design contains 132 register bits.
- Per the post-synthesis report, the number of cells in the design is 401.

** Outcome
- Run status :: complete, but fails checks
- The final reports fail on negative setup slack.

** Global routing
- Global routing finished with a remaining overflow of 0.
- Total GRT Usage :: 0.0884
- The first global-routing pass estimated 18200 µm of wire.
- Initial antenna violation count :: 1
- Via count of the first global-routing pass :: 2871
- Pin count of the biggest net entering global routing :: 62

** Finish
- Final core utilization :: 0.322
- Area Overhead vs Synth :: 46.6%
- Fraction of final layout cells with drive strength greater than 1 :: 0.347
- Fill cells in the final layout number 2124.
- Count of placed standard cells in the final layout, fillers left out :: 835

** Die
- Std-Cell Rows :: 52
- 266 I/O pins were placed.
- Die span in y :: 165 µm
- Std-Cell Core Area :: 20400 µm²
- In this run the full chip footprint comes out at 27200 µm².
- Die extent in x :: 165 µm
- The share of the core area taken by cells at floorplan is 0.219.

** Setup path
- Worst path cell trace :: buf_6
- Broken down by cell family, the worst path's largest delay share belongs to flip-flops.
- Worst Setup Start Kind :: flop
- Crit. Startpoint :: pcInc[2].state
- Per the STA report, the cell with the highest stage delay on the worst path is sky130_fd_sc_hd__dfxtp_4.
- The data arrival time reported for the critical path is 0.88 ns.
- The largest single stage delay on the critical path is 0.37 ns.
- WS Path Type :: flop to output port
- Type of element capturing the critical path :: output port
- The report shows a maximum critical-path fanout of 1.
- Total buffers and inverters traversed by the critical path :: 1
- Endpoint required time on the critical path :: 0.80 ns

** Run
- Across the run, the number of max-cap violations was 0.
- Count of tool warnings :: 27

** Min path
- Hold wc startpoint :: rst
- The most critical min-delay path falls under primary input to flop.
## per-layer routing
layer	vias up	share of wire	track usage	wire length, µm
li1	1384	-	-	-
met1	1165	0.39	0.107	4850
met2	169	0.44	0.133	5430
met3	8	0.16	0.0607	1950
met4	2	0.0084	0.00845	103
met5	-	0.00057	0	7
## per-stage QoR
step | worst slack [ns] | cell area [µm²]
after floorplan | 0.323 | 4480
after global routing | -0.126 | 6570
after detailed placement | -0.169 | 6510
after global placement | -0.167 | 6510
final | -0.0842 | 6570
after CTS | -0.121 | 6520
## state kept, by name, indices dropped and copies added (netlist names), 2 cells and up
name,flops
pcInc.state,16
i2se.state,16
rd1.state,16
aluSelB.state,2
ise.state,16
regDst.state,2
alu.state,4
instr.state,16
selFlag.state,3
jse.state,16
rs2.state,16
## area by class of cell
cell class                 count  area [µm²]  area share
clock buffer                  18         439      0.0669
timing repair buffer         269        2090       0.318
multi-input combinational    132         826       0.126
sequential                   132        2680       0.408
tap                          270         338      0.0514
clock inverter                14         199      0.0303
## layout by cell type, fill, tap and decap left out, drive strengths merged
| cell type | count |
|---|---|
| clkinv | 1 |
| clkinvlp | 4 |
| nor2b | 132 |
| clkdlybuf4s50 | 132 |
| inv | 5 |
| buf | 137 |
| dfxtp | 132 |
| bufinv | 4 |
| clkbuf | 18 |
## power groups by stage
stage	clock network, mW	logic (mW)	registers [mW]
final	6.74	1.05	5.62
after global routing	7.21	1.17	5.64
after CTS	6.97	1.08	5.61
## path summary, 6_finish.rpt
kind	endpoint	cells after the start
min	pcInc[2].state	3
max	PCInc_In_FromD[2]	1
## timing repair
item                       4_1_cts  5_1_grt
setup endpoints to repair      132      132
resized                        442       18
hold buffers                     0        0
pin swaps                        0        0
## kinds of logic (layout without fill, tap and decap cells)
kind of cell,Yosys count,count (layout),synth area share
and+or+nand+nor,132,132,0.184
buffers and inverters,137,301,0.226
DFF,132,132,0.590
No activity file was given, so power comes from the tool's default toggle rates.
