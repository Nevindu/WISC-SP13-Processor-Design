==> constraint.sdc <==
current_design exmem_pipeline

set clk_period 1.0
set clk_io_pct 0.2

create_clock -name clk0 -period $clk_period [get_ports {clk}]

set non_clock_inputs [all_inputs -no_clocks]
set_input_delay [expr $clk_period * $clk_io_pct] -clock clk0 $non_clock_inputs
set_output_delay [expr $clk_period * $clk_io_pct] -clock clk0 [all_outputs]
==> design.v <==
module dff (q, d, clk, rst);
    output         q;
    input          d;
    input          clk;
    input          rst;
    reg            state;
    assign #(1) q = state;
    always @(posedge clk) begin
      state = rst? 0 : d;
    end
endmodule
module exmem_pipeline(
		RegWriteDataSel_Out_ToMem,
		MemReadEn_Out_ToMem, 
		MemWriteEn_Out_ToMem, 
		Z_ToMem, 
		Ofl_ToMem,
		N_ToMem,
		Cout_ToMem,
		ALUResult_ToMem,
		WR_Out_ToMem,
		RD2_Out_ToMem, 
		Halt_Out_ToMem, 
		WriteToReg_ToMem,
		clk,
		rst,
		RegWriteDataSel_In_FromX,
		MemReadEn_In_FromX, 
		MemWriteEn_In_FromX, 
		Z_FromX, 
		Ofl_FromX,
		N_FromX,
		Cout_FromX,
		ALUResult_FromX,
		WR_In_FromX,
		RD2_In_FromX, 
		Halt_In_FromX,
		WriteToReg_FromX
	);
input MemReadEn_Out_ToMem, MemWriteEn_Out_ToMem, Z_ToMem, Ofl_ToMem, N_ToMem,Cout_ToMem, Halt_Out_ToMem,WriteToReg_ToMem,clk, rst;
input [15:0] RD2_Out_ToMem, ALUResult_ToMem;  
input RegWriteDataSel_Out_ToMem;
input [2:0]  WR_Out_ToMem;  
output MemReadEn_In_FromX, MemWriteEn_In_FromX, Z_FromX, Ofl_FromX, N_FromX,Cout_FromX, Halt_In_FromX,WriteToReg_FromX;
output [15:0]  RD2_In_FromX, ALUResult_FromX;  
output  RegWriteDataSel_In_FromX;
output [2:0]  WR_In_FromX; 
dff memReadEn(.d(MemReadEn_Out_ToMem), .clk(clk), .rst(rst), .q(MemReadEn_In_FromX));
dff memWriteEn(.d(MemWriteEn_Out_ToMem), .clk(clk), .rst(rst), .q(MemWriteEn_In_FromX));
dff z(.d(Z_ToMem), .clk(clk), .rst(rst), .q(Z_FromX));
dff ofl(.d(Ofl_ToMem), .clk(clk), .rst(rst), .q(Ofl_FromX));
dff n(.d(N_ToMem), .clk(clk), .rst(rst), .q(N_FromX));
dff cout(.d(Cout_ToMem), .clk(clk), .rst(rst), .q(Cout_FromX));
dff halt(.d(Halt_Out_ToMem), .clk(clk), .rst(rst), .q(Halt_In_FromX));
dff wreg(.d(WriteToReg_ToMem), .clk(clk), .rst(rst), .q(WriteToReg_FromX));
dff rd2[15:0](.d(RD2_Out_ToMem), .clk(clk), .rst(rst), .q(RD2_In_FromX));
dff aluRes[15:0](.d(ALUResult_ToMem), .clk(clk), .rst(rst), .q(ALUResult_FromX));
dff regWrite(.d(RegWriteDataSel_Out_ToMem), .clk(clk), .rst(rst), .q(RegWriteDataSel_In_FromX));
dff wr[2:0](.d(WR_Out_ToMem), .clk(clk), .rst(rst), .q(WR_In_FromX));
endmodule
==> config.mk <==
export PLATFORM = sky130hd
export DESIGN_NAME = exmem_pipeline
export DESIGN_NICKNAME = exmem_pipeline
export VERILOG_FILES = /design/flow/design.v
export SDC_FILE = /design/flow/constraint.sdc
export NUM_CORES = 4
export LEC_CHECK = 1
export CORE_AREA = 10 10 94 94
export DIE_AREA = 0 0 104 104
==> run.sh <==
#!/bin/bash
# OpenROAD 26Q1-2900-gdf79404cd8, Yosys 0.63+post, stock flow scripts
make -C /OpenROAD-flow-scripts/flow DESIGN_CONFIG=/design/flow/config.mk WORK_HOME=/design/flow/orfs finish
==> out/writeup.txt <==
The number of buffers added by the clock tree synthesis step is 5. Cells fill 30.7% of the core in the end. In this run the worst setup path terminates at ALUResult_FromX[14].

Of the total power, registers draw 58.8%. Wires add up to 3.43 mm. The logs give 6.50% for the all-layer global routing usage and 1 for the number of warnings reported in the yosys synthesis log. Highest cell delay on the worst timing path: 310 ps. TritonCTS built the clock tree. Global routing finished with a remaining overflow of 0. The detailed placer reported the number of placed instances as 276. The worst setup path is captured at an output port. Setup repair after global routing left no endpoint under its margin. The run gives 800 ps for the data required time at the worst endpoint. The number of buffer and inverter stages on the critical path came out at 1. Relative to the synthesized area, the layout overhead comes to 45.7%.

The final layout reports a setup TNS of 0 ps. The area of the die is 10800 um2. The final hold violation count recorded for this run is 0. The worst setup path is launched from a flop. Counting flops with a built-in enable in the synthesized netlist gives 0. Port buffering added 89 buffers. The peak supply drop was 0.418 mV. With the share of post-route cells with drive strength above 1 at 37.3%, the number of antenna violations at the first check in global routing is 1. The tools report the final antenna diode count as 0.

Per STA, the worst path accumulates the most delay in the family flip-flops. Per the timing report, the achievable frequency comes out to 1.03 GHz. The ratio of routed vias to standard cells was 3.20; the fill cell total of the finished layout was 722.

For the clock tree buffer depth, the log shows 2. With the number of top-level design ports at 90, the proportion of power drawn by the clock network is 30.4%. dfxtp_1 takes more of the synthesized area than any other cell.

With the largest net degree at the start of global routing at 19, the switching share of total power is 19.4%. The power report puts the leakage power at 0.892 nW. In the Yosys report the total cell count is 127. The count of nets left with antenna violations after detail routing was 0; the data arrival time of the critical path was 770 ps.

The most critical hold endpoint after final layout shows a slack of 287 ps. The run gives 44 for the total of flip-flops plus latches after synthesis. After detailed routing, the average wire length per cell comes to 12.2 um. The vias after detailed routing came out at 898. The worst hold path class is in2reg.

Portion of the clock cycle consumed by the worst path in the final layout: 96.7%. The tools report the placed wire-length estimate after detailed placement as 2.78 mm. The global-route wire length before repair was 5.62 mm. The proportion of power drawn by combinational gates is 10.8%. Per the STA report, the cell with the highest stage delay on the worst path is dfxtp_1. The run gives 1023 as the number of global-route vias before repair.

The flow ran to the end, and the final reports show no timing, DRC or antenna violations. The run gives 0.658 for the weighted congestion at the end of routability-driven global placement. The logic area was 275 um2. By startpoint and endpoint, the worst setup path is classified as reg2out. The logs give 0 for the final max-slew violation count and 281 for the final instance count without filler cells. The cell sequence reported for the critical path is clkdlybuf4s15_1. The share of flip-flops with an asynchronous set or reset after synthesis works out to 0%. After detailed routing, the number of remaining DRC violations is 0. In this run the clock root is driven by a clkbuf_8.

The area reported by Yosys stat is 1440 um2, and the portion of the post-synthesis area used by sequential elements is 61.2%. Synthesis produced a netlist whose cell count is 127. Once the floorplan was initialized, standard cells occupied 21.1% of the core. After synthesis, the most frequently instantiated cells are 44 x dfxtp_1, 44 x nor2b_1, 35 x buf_4. The placeable core region was 6830 um2. The internal cell power is 0.00257 W, and the initial DRC count is 3.

The mean area per synthesized cell is 11.3 um2, and the setup-violating endpoint count in the final report is 0. In the log, the iteration count for the first detailed-route pass is 2. After synthesis, the cell types taking the most area are dfxtp_1 61%, nor2b_1 19%, buf_4 18%, buf_2 1.4%.

The die boundary width is 104 um, and the number of warnings in the stage logs is 25. The mapped netlist covers 1440 um2. The post-cts hold-fix buffer tally was 0.

Registers take 910 um2. The smallest clock period supported by the final layout is computed as 967 ps. The H-tree was split into 2 levels. In the synthesized netlist the dominant register cell turns out to be dfxtp_1. The critical path starts at aluRes[14].state.

Total power normalized to cell area comes to 1520 nW/um2. The run gives 87.2% as the remaining max-slew budget at the tightest pin. For the pin with the worst max-slew slack, the measured transition is 193 ps. The number of gates on the worst path with buffers counted came out at 1. The share of synthesized area in the top cell type comes to 61.2%.

The die is 104 um tall. Site row count: 30. The max capacitance violation total is 0.

The unique cell type count in the Yosys netlist is 4. Number of sinks on the clock net: 44. Per the OpenROAD power report, switching power amounts to 0.000620 W. Looking at the worst setup and hold paths, the clock pins of their registers show a slew of 70 ps.

The maximum net fanout on the critical path was 1.
layer usage:
| layer | GRT usage, % | up-vias | routed length [um] |
|---|---|---|---|
| li1 | - | 459 | - |
| met1 | 6.99 | 378 | 1380 |
| met2 | 10.2 | 57 | 1480 |
| met3 | 5.20 | 4 | 560 |
| met4 | 0.596 | 0 | 14 |
| met5 | 0 | - | 0 |
cell type report:
class	count	area share, %
Sequential cell	44	43.4
Tap cell	96	5.73
Timing Repair Buffer	92	34.5
Clock buffer	5	3.28
Multi-Input combinational cell	44	13.1
per-stage QoR:
stage                     power, W  setup WS [ps]  area, um2
after floorplan            0.00206            420       1440
after global placement     0.00234           2.31       2180
after detailed placement   0.00234           12.8       2180
after CTS                  0.00331          0.315       2230
after global routing       0.00339          0.485       2100
final                      0.00319           33.2       2100
worst min-delay path by stage:
stage	cells after the start	to	slack (ps)	startpoint
finish	3	rd2[7].state	290	rst
CTS	3	aluRes[6].state	270	rst
global route	3	rd2[7].state	300	rst
placed cells by master (no fill, tap or decap):
master / instances
clkbuf_2: 31
dfxtp_1: 21
clkdlybuf4s15_1: 7
nor2b_1: 44
buf_4: 3
clkdlybuf4s50_1: 44
dfxtp_2: 23
buf_2: 7
clkbuf_8: 5
sequential cells by signal, summed over array words and instances (netlist names):
register          flops
aluRes.state         16
rd2.state            16
wr.state              3
cout.state            1
halt.state            1
memReadEn.state       1
memWriteEn.state      1
n.state               1
ofl.state             1
regWrite.state        1
wreg.state            1
z.state               1
logic make-up after synthesis:
| logic type | after synthesis | synth area share, % |
|---|---|---|
| flip-flops | 44 | 61.2 |
| buffers and inverters | 39 | 19.7 |
| AND/OR/NAND/NOR | 44 | 19.1 |
what timing repair did:
action	in CTS	in global routing
endpoints found under the setup margin	44	31
gates resized	102	49
buffers inserted	0	0
endpoints found under the hold margin	0	0
power groups by stage:
| stage | clock [W] | combinational (W) | sequential [W] |
|---|---|---|---|
| CTS | 0.00105 | 0.000389 | 0.00187 |
| finish | 0.000970 | 0.000344 | 0.00188 |
| global route | 0.00112 | 0.000385 | 0.00189 |
Power is estimated from default activity; no workload was simulated.
